--- design/flow/design.v ---
module Register_file (
    input clk,
    input reset,
    input [4:0] read_reg1,    
    input [4:0] read_reg2,    
    input [4:0] write_reg,    
    input [31:0] write_data,  
    input reg_write,          
    output [31:0] read_data1,  
    output [31:0] read_data2   
);
    reg [31:0] registers [0:31];
    integer i;
    assign read_data1 = registers[read_reg1];
    assign read_data2 = registers[read_reg2];
    always @(posedge clk or posedge reset) begin
        if (reset) begin
            for (i = 0; i < 32; i = i + 1) begin
                registers[i] <= 32'b0;
            end
        end else if (reg_write && write_reg != 0) begin
            registers[write_reg] <= write_data;
        end
    end
endmodule
--- design/flow/run.sh ---
#!/bin/bash
# OpenROAD 26Q1-2900-gdf79404cd8, Yosys 0.63+post, stock flow scripts
make -C /OpenROAD-flow-scripts/flow DESIGN_CONFIG=/design/flow/config.mk WORK_HOME=/design/flow/orfs finish
--- design/flow/config.mk ---
export PLATFORM = sky130hd
export DESIGN_NAME = Register_file
export DESIGN_NICKNAME = Register_file
export VERILOG_FILES = /design/flow/design.v
export SDC_FILE = /design/flow/constraint.sdc
export NUM_CORES = 4
export LEC_CHECK = 1
export CORE_UTILIZATION = 50
--- design/flow/constraint.sdc ---
current_design Register_file

set clk_period 11.0
set clk_io_pct 0.2

create_clock -name clk0 -period $clk_period [get_ports {clk}]

set non_clock_inputs [all_inputs -no_clocks]
set_input_delay [expr $clk_period * $clk_io_pct] -clock clk0 $non_clock_inputs
set_output_delay [expr $clk_period * $clk_io_pct] -clock clk0 [all_outputs]
==> GITHUB_STEP_SUMMARY <==
## Synthesis and layout report

| Metric | Value |
|---|---|
| Drt first pass iters | `27` |
| Largest register by flop count | `registers` |
| Flip-flops with a built-in enable | `0` |
| Total power | `10.8 mW` |
| GR Util All Layers | `55.8%` |
| CP Cell Sequence | `buf_4 -> buf_4 -> nand3b_1 -> nor2_4 -> buf_4 -> a22oi_1 -> nand2_1 -> nor4_1 -> a21oi_1 -> clkdlybuf4s50_1` |
| Run status | `completed` |
| Grt met3 use | `36.1%` |
| Adder Share, Synth | `0%` |
| Final slew viol count | `0` |
| Power density cells | `185 mW/mm^2` |
| Post-CTS Resized | `0` |
| CP Launch Type | `input pin` |
| Hold buffer count at CTS | `0` |
| Core area | `0.102 mm^2` |
| Ys async rst share | `100%` |
| Met1 GRT Util | `72.1%` |
| Die y size | `322 um` |
| Final WL | `275 mm` |
| Logic gate share of total power | `14.3%` |
| Critical path capture point type | `output port` |
| Largest register FFs | `1,024` |
| Post-Synth AOI/OAI Area | `15.6%` |
| Crit path arrival time | `6980 ps` |
| TritonCTS clock tree | `built` |
| Slew margin rel. | `17.7%` |
| Post-route ant nets | `0` |
| Peak supply drop | `0.000153 V` |
| Grt ovf | `0` |
| Fin. Hold Viols | `0` |
| RSZ-0062 raised after global routing | `false` |
| Synth Area per Inst | `11.7 um^2` |
| Setup Total Neg Slack | `0 ps` |
| CP max stage delay | `1170 ps` |
| Worst hold slack | `402 ps` |
| Final Cell Area | `0.0583 mm^2` |
| Post-synthesis cell area | `0.0513 mm^2` |
| Tool Warnings | `45` |
| Die X | `322 um` |
| Clock Pin Slew Worst Setup and Hold Paths | `60 ps` |
| HPWL after DPL | `169 mm` |
| Grt met2 use | `70.4%` |
| Critical path class | `in2out` |
| Chip area in the Yosys report | `0.0513 mm^2` |
| First-pass GRT wire length | `371 mm` |
| DP Area | `0.0544 mm^2` |
| Unique cell types | `66` |
| Initial antenna violation count | `14` |
| Final Non-Filler Cells | `5,866` |
| Largest net degree at the start of global routing | `125` |
| DRC Markers | `0` |
| Post-CTS Setup Bufs | `0` |
| Power Internal | `7.62 mW` |
| Final setup fails | `0` |
| Layout area overhead | `13.5%` |
| Xor/xnor share | `0%` |
| Fmax | `109 MHz` |
| Period minus WS final | `9180 ps` |
| DR vias/cell | `7.78` |
| CP max-delay cell | `nor2_4` |
| Psw | `3.18 mW` |
| Sequential power share | `48.6%` |
| Yosys stat cell total | `4,394` |
| Worst Path Buf+Inv | `4` |
| Number of global-route vias before repair | `43,500` |
| Simple-Gate Area Share | `7.42%` |
| Most frequent CP cell | `buf_4` |
| Placer Congestion | `1.07` |
| Yosys synthesis warning count | `2` |
| Iteration-0 DRC Markers | `6,066` |
| Clk sink count | `1,024` |
| Net Sw Frac | `29.4%` |
| Ys flop type | `dfrtp_1` |
| DIE AREA | `0.104 mm^2` |
| CP top delay family | `buffers and inverters` |
| Hold Path Class | `reg2reg` |
| Leak | `25.5 nW` |
| Share of layout cells above drive strength 1 | `34.2%` |
| Clock power frac | `37.0%` |
| Boundary pin count | `114` |
| Init Core Util | `50.5%` |
| Rows | `117` |
| Flop-to-flop setup slack | `10,020 ps` |
| Worst slew pin tran | `1230 ps` |
| Placed cell count | `5,641` |
| CTS Buffer Depth | `3` |
| DR WL/cell | `46.9 um` |
| H-tree levels | `3` |
| Gr busiest metal | `met1` |
| Via count | `45,700` |
| CP Max Fanout | `38` |
| Synthesized instance count | `4,394` |
| Main logic family | `multiplexers` |
| Mux area share | `23.0%` |
| Synth Seq Share | `49.9%` |
| Worst Skew | `0 ps` |
| Tcrit/Tclk final | `83.5%` |
| Top flop regs | `registers: 1024 flops` |
| Max cap viols | `0` |
| CP Data Required Time | `8800 ps` |
| Buffers on Ports | `113` |
| #FFs+latches synth | `1,024` |
| Num CTS Buffers | `109` |
| Insertion Delay late pin | `730 ps` |
| CTS root buf | `clkbuf_16` |
[cells in the final DEF, fill, tap and decap left out, drive strengths merged, types with 21 or more instances in the layout]
cell type and instances:
a21oi 84, a221oi 26, a222oi 22, a22o 35
a22oi 751, a31oi 21, buf 230, clkbuf 145
clkdlybuf4s50 105, clkinv 30, dfrtp 1024, diode 22
mux2 1005, mux2i 45, nand2 253, nand2b 21
nand3 54, nand4 101, nor2 177, nor3 55
nor4 35, o21ai 30
[layer usage]
metal / share of wire, % / up-vias
met3: 17 / 1438
met2: 39 / 4477
met1: 35 / 22900
met5: 0.12 / -
li1: - / 16800
met4: 8.5 / 18
[area by class of cell]
cell class / instances / area, um^2
fill: 8517 / 43500
sequential: 1024 / 25600
multi-input combinational: 2907 / 24200
clock buffer: 145 / 3160
timing repair buffer: 335 / 2800
tap: 1368 / 1710
clock inverter: 58 / 698
antenna: 22 / 55.1
inverter: 7 / 30.0
[power groups by stage]
| stage | registers, mW | logic (mW) | clock network, mW |
|---|---|---|---|
| after CTS | 5.20 | 1.51 | 4.02 |
| after global routing | 5.29 | 1.63 | 4.14 |
| final | 5.25 | 1.55 | 4.00 |
[synthesized netlist by cell type (18+ instances only)]
library cell / instances / area, um^2
a31oi_1: 21 / 131
a22oi_1: 751 / 5640
nand2b_1: 21 / 131
buf_2: 188 / 941
nor2_1: 155 / 582
nor2_2: 18 / 113
mux2i_1: 45 / 450
nand4_1: 101 / 632
buf_4: 20 / 150
clkbuf_1: 195 / 732
mux2_2: 996 / 11200
nor3_1: 55 / 275
a222oi_1: 22 / 220
buf_1: 48 / 180
o21ai_0: 30 / 150
nand2_1: 252 / 946
dfrtp_1: 1024 / 25600
a21oi_1: 84 / 420
a22o_1: 35 / 307
nand3_1: 52 / 260
a221oi_1: 26 / 228
nor4_1: 35 / 219
[cells by family (layout without fill, tap and decap cells)]
logic type / after synthesis / after routing
AND-OR/OR-AND: 1077 / 1077
buffers and inverters: 463 / 545
flip-flops: 1024 / 1024
multiplexers: 1052 / 1052
other: 0 / 22
AND/OR/NAND/NOR: 778 / 778
[through the flow]
step / util, % / setup slack (ps)
after floorplan: - / -5310
after global placement: 53.5 / 2280
after detailed placement: 53.5 / 2180
after CTS: 57.2 / 2190
after global routing: 57.2 / 2000
final: 57.3 / 1820
[path summary, 6_finish.rpt]
check,endpoint,cells after the start,from
max,read_data2[22],10,read_reg2[1]
min,registers[0][9],0,registers[0][9]
max reg2reg,registers[6][26],1,registers[6][26]
min reg2reg,registers[0][9],0,registers[0][9]
max in group asynchronous,registers[4][25],6,reset
min in group asynchronous,registers[1][5],2,reset
Power figures rest on the tool's default switching activity, not on a simulated workload.
